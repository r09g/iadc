==> design/flow/design.v <==
module decimator (
    input wire clk,
    input wire rst_n,
    input wire unsigned [26:0] data_in,
    output reg unsigned [26:0] data_out,
    output reg new_data
);
    reg unsigned [8:0] counter;
    always @(posedge clk) begin
        if(!rst_n) begin
            data_out <= data_out;
            counter <= 0;
            new_data <= 0;
        end
        else begin
            counter <= counter + 1;
            new_data <= 0;
            if(counter == 511) begin
                data_out <= data_in;
                new_data <= 1;
            end   
        end
    end
endmodule
module digital_filter (
    input wire clk,
    input wire rst_n,
    input wire sclk,
    input wire cs_n,
    input wire unsigned data_in,
    output reg [11:0] data_out,
    output reg new_data,
    output reg serial_data_out
);
    wire unsigned [8:0] int_1_out;
    wire unsigned [17:0] int_2_out;
    wire unsigned [26:0] int_3_out;
    wire [26:0] decim_out;
    reg rst_n_d1, rst_n_d2, rst_n_d3;
    assign data_out = decim_out[26:15];
    always @(posedge clk) begin
        rst_n_d1 <= rst_n;
        rst_n_d2 <= rst_n_d1;
        rst_n_d3 <= rst_n_d2;
    end
    integrator #(
        .WIDTH_IN(1),
        .WIDTH_OUT(9)
    ) int_1 (
        .clk(clk),
        .rst_n(rst_n),
        .data_in(data_in),
        .data_out(int_1_out)
    );
    integrator #(
        .WIDTH_IN(9),
        .WIDTH_OUT(18)
    ) int_2 (
        .clk(clk),
        .rst_n(rst_n_d1),
        .data_in(int_1_out),
        .data_out(int_2_out)
    );
    integrator #(
        .WIDTH_IN(18),
        .WIDTH_OUT(27)
    ) int_3 (
        .clk(clk),
        .rst_n(rst_n_d2),
        .data_in(int_2_out),
        .data_out(int_3_out)
    );
    decimator decim (
        .clk(clk),
        .rst_n(rst_n_d3),
        .data_in(int_3_out),
        .data_out(decim_out),
        .new_data(new_data)
    );
    spi_interf serial_tx (
        .clk(clk),
        .sclk(sclk),
        .cs_n(cs_n),
        .load(new_data),
        .data_in(decim_out),
        .serial_out(serial_data_out)
    );
endmodule
module integrator #(
    parameter WIDTH_IN = 9,
    parameter WIDTH_OUT = 18
)
(
    input wire clk,
    input wire rst_n,
    input wire unsigned [WIDTH_IN - 1 : 0] data_in,
    output reg unsigned [WIDTH_OUT - 1 : 0] data_out
);
    always @(posedge clk) begin
        if(!rst_n) begin
            data_out <= 0;
        end
        else begin
            data_out <= data_out + data_in;    
        end
    end
endmodule
module spi_interf (
    input wire clk,
    input wire sclk,
    input wire cs_n,
    input wire load,
    input wire [26:0] data_in,
    output wire serial_out
);
    reg [26:0] data;
    reg [1:0] sclk_r;
    reg [1:0] cs_n_r;
    wire sclk_ne = (sclk_r == 2'b10);
    always @(posedge clk) begin
        sclk_r <= {sclk_r[0], sclk};
    end
    always @(posedge clk) begin
        if(!cs_n) begin
            if(sclk_ne) begin
                data <= {data[25:0], data[26]};
            end
        end
        else begin
            if(load) begin
                data <= data_in;
            end
        end
    end
    assign serial_out = data[26];
endmodule
==> design/flow/run.sh <==
#!/bin/bash
# OpenROAD 26Q1-2900-gdf79404cd8, Yosys 0.63+post, stock flow scripts
make -C /OpenROAD-flow-scripts/flow DESIGN_CONFIG=/design/flow/config.mk WORK_HOME=/design/flow/orfs finish
==> design/flow/config.mk <==
export PLATFORM = sky130hd
export DESIGN_NAME = digital_filter
export DESIGN_NICKNAME = digital_filter
export VERILOG_FILES = /design/flow/design.v
export SDC_FILE = /design/flow/constraint.sdc
export NUM_CORES = 4
export LEC_CHECK = 1
export CORE_UTILIZATION = 30
==> design/flow/constraint.sdc <==
current_design digital_filter

set clk_period 5.9
set clk_io_pct 0.2

create_clock -name clk0 -period $clk_period [get_ports {clk}]

set non_clock_inputs [all_inputs -no_clocks]
set_input_delay [expr $clk_period * $clk_io_pct] -clock clk0 $non_clock_inputs
set_output_delay [expr $clk_period * $clk_io_pct] -clock clk0 [all_outputs]
==> GITHUB_STEP_SUMMARY <==
## PnR job results

| Metric | Value |
|---|---|
| Status | finished clean |
| Largest net degree at the start of global routing | 30 |
| WP data required | 6.23 ns |
| GR Util All Layers | 10.9% |
| Vias | 3640 |
| Die height | 140 um |
| Floorplan core area | 18700 um2 |
| Clock transition at path regs | 0.06 ns |
| PnR Total Power | 1930 uW |
| Avg WL per Cell | 12.6 um |
| Fin crit share | 45.7% |
| Yosys warns | 7 |
| Routability cong. | 0.891 |
| Post-DP HPWL | 6950 um |
| Clk sinks | 123 |
| Fraction of registers with async set/reset | 0% |
| Port Buffers | 18 |
| Number of fill cells in the layout | 1731 |
| Power density cells | 291 nW/um2 |
| Seq/Total Area, Yosys | 52.6% |
| Total CTS buffers | 17 |
| # H-tree levels | 4 |
| RSZ-0062 raised after global routing | false |
| First-pass DRT Iterations | 4 |
| Clk latency late pin | 0.41 ns |
| Vias in the first global route | 3502 |
| Rows | 50 |
| CTS tree | yes |
| Number of remaining DRC errors | 0 |
| Leakage power | 0.00246 uW |
| #FFs+latches synth | 123 |
| Synthesized area | 5710 um2 |
| Hold Slack | 0.380 ns |
| Non-Filler Instances | 773 |
| Yosys Instances | 513 |
| First-pass GRT wire length | 16900 um |
| Crit Path Max Fanout | 7 |
| Netlist cell types | 48 |
| Flip-flops with a built-in enable | 54 |
| Count of final setup violators | 0 |
| Worst-Margin Slew | 0.749 ns |
| Final ANT Viol Nets | 0 |
| Die x size | 140 um |
| Num ports | 19 |
| Setup crit start kind | flip-flop |
| Chip Area, Yosys | 5710 um2 |
| OpenROAD warning count | 25 |
| Placed cells | 741 |
| Synth Instances | 513 |
| Maximum clock path buffer count | 2 |
| Max Clock Skew | 0.00376 ns |
| CTS resizes | 0 |
| Synthesis-to-layout area growth | 15.7% |
| Hold-fix buffers, CTS | 0 |
| Starting DRT DRC Count | 251 |
| Post-CTS setup buffer count | 0 |
| Syn Area/Cell | 11.1 um2 |
| Total negative setup slack | 0 ns |
| Worst hold path type | reg -> reg |
| Initial antenna violation count | 0 |
| Final hold violation count | 0 |
| Final Max Tran Viols | 0 |
| Full die area | 19600 um2 |
| Kind of critical path | reg -> reg |
| Crit. End Element | flip-flop |
| Vias/cell | 4.71 |
| DRT Wirelength | 9770 um |
| Slew margin rel. | 50.0% |
| Max-cap violations | 0 |
| Fmax achieved | 0.371 GHz |
| Post-layout min period | 2.69 ns |
| Ys flop type | dfxtp_1 |
| Floorplan utilization | 30.5% |
| WP data arrival | 3.02 ns |
| Peak VDD IR | 0.179 mV |
| Clock Tree Root | clkbuf_16 |
| Share of layout cells above drive strength 1 | 12.1% |
| N_diodes | 0 |
| Overflow after GRT | 0 |
==> registers in the layout (all words and copies together), names as in the netlist, 2 cells and up <==
register          cells
serial_tx.sclk_r      2
int_3.data_out       27
int_1.data_out        9
decim.counter         9
int_2.data_out       18
decim.data_out       27
serial_tx.data       27
==> metrics by stage <==
stage	util [%]	worst slack, ns	cell area (um2)
2_1_floorplan	-	1.96	5710
3_3_place_gp	32.3	3.08	6050
3_5_place_dp	32.3	3.03	6050
4_1_cts	35.4	3.19	6610
5_1_grt	35.4	3.01	6610
6_report	35.4	3.21	6610
==> path summary, 6_finish.rpt <==
path | startpoint | end | slack (ns) | depth (start not counted)
hold reg to reg | serial_tx.sclk_r[0]$_DFF_P_ | serial_tx.sclk_r[1]$_DFF_P_ | 0.38 | 0
hold / removal | serial_tx.sclk_r[0]$_DFF_P_ | serial_tx.sclk_r[1]$_DFF_P_ | 0.38 | 0
setup reg to reg | int_2.data_out[0]$_SDFF_PN0_ | int_3.data_out[22]$_SDFF_PN0_ | 3.21 | 9
setup / recovery | int_2.data_out[0]$_SDFF_PN0_ | int_3.data_out[22]$_SDFF_PN0_ | 3.21 | 9
==> synth_stat cells (all sizes together), types with 6 or more instances <==
library cell | count | area, um2
a211oi | 6 | 45.0
or3 | 14 | 87.6
xnor2 | 13 | 114
a21o | 7 | 52.6
clkbuf | 8 | 31.3
mux2 | 27 | 304
inv | 12 | 45.0
nand4 | 8 | 50.1
dfxtp | 69 | 1380
and2 | 28 | 175
edfxtp | 54 | 1620
ha | 31 | 388
nor2b | 7 | 43.8
o21a | 7 | 52.6
a21oi | 31 | 155
and3 | 10 | 62.6
xor2 | 15 | 131
o21ai | 28 | 140
o211ai | 8 | 60.1
nor2 | 16 | 60.1
nand3 | 14 | 70.1
a21boi | 6 | 45.0
nand2b | 9 | 56.3
buf | 19 | 130
nor3 | 10 | 50.1
nand2 | 31 | 119
==> cells by family (layout without fill, tap and decap cells) <==
family / count (synthesis) / count (layout) / synth area share, %
AOI/OAI and AO/OA: 105 / 105 / 11.3
xor gates and xnor gates: 28 / 28 / 4.29
adders and majority gates: 33 / 33 / 7.49
buffers and inverters: 39 / 65 / 3.61
DFF: 123 / 123 / 52.6
muxes: 32 / 32 / 6.20
and+or+nand+nor: 153 / 153 / 14.5
==> layout by cell type (no fill, tap or decap), types with 15 or more instances in the layout <==
cell	n
nand2_1	30
dfxtp_1	69
nor2_1	16
clkdlybuf4s50_1	18
ha_1	31
and2_1	28
o21ai_0	26
clkbuf_16	17
xor2_1	15
mux2_2	27
edfxtp_1	54
a21oi_1	31
==> final cells by class <==
| class | count | area [um2] | area share (%) |
|---|---|---|---|
| clock buffers | 18 | 439 | 6.64 |
| well taps | 234 | 293 | 4.43 |
| multi-input cells | 351 | 2510 | 37.9 |
| inverters | 12 | 45.0 | 0.681 |
| repair buffers | 21 | 203 | 3.07 |
| clock inverters | 14 | 123 | 1.85 |
| flip-flops and latches | 123 | 3000 | 45.4 |
==> power by group <==
part / internal [uW] / switching (uW) / total [uW] / leakage (uW)
combinational: 24.6 / 24.3 / 48.9 / 0.00119
sequential: 902 / 12.6 / 915 / 0.00100
clock: 588 / 373 / 961 / 0.000256
==> critical path, cell delays in order (launching register included) <==
cell and delay [ns]:
dfxtp_1 0.34, ha_1 0.20, inv_1 0.06, fa_1 0.37
nor2b_1 0.19, o2111ai_1 0.19, a211oi_1 0.43, a211oi_1 0.26
or3_1 0.40, a21oi_1 0.16
==> per-layer routing <==
| layer | wire, um | vias to the layer above | GRT usage (%) |
|---|---|---|---|
| met4 | 218 | 0 | 2.02 |
| met2 | 3960 | 69 | 15.4 |
| li1 | - | 1893 | - |
| met5 | 0 | - | 0 |
| met1 | 5100 | 1661 | 17.4 |
| met3 | 492 | 17 | 2.82 |
Power and IR drop assume default switching activity.
